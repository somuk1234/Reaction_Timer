### flow/design.v
`timescale 1ns / 1ps
module clk_divider(
    input clk,
    output reg clkOut
    );
    reg[25:0] count; 
    always@(negedge clk) 
    begin
    count <= count+1;
    if(count == 50000000)
    begin
    clkOut = ~clkOut; 
    count <= 0;
    end
    end
endmodule
### flow/run.sh
#!/bin/bash
# OpenROAD 26Q1-2900-gdf79404cd8, Yosys 0.63+post, stock flow scripts
make -C /OpenROAD-flow-scripts/flow DESIGN_CONFIG=/design/flow/config.mk WORK_HOME=/design/flow/orfs finish
### flow/config.mk
export PLATFORM = sky130hd
export DESIGN_NAME = clk_divider
export DESIGN_NICKNAME = clk_divider
export VERILOG_FILES = /design/flow/design.v
export SDC_FILE = /design/flow/constraint.sdc
export NUM_CORES = 4
export LEC_CHECK = 1
export CORE_AREA = 10 10 93 93
export DIE_AREA = 0 0 103 103
### flow/constraint.sdc
current_design clk_divider

set clk_period 4.6
set clk_io_pct 0.2

create_clock -name clk0 -period $clk_period [get_ports {clk}]

set non_clock_inputs [all_inputs -no_clocks]
set_input_delay [expr $clk_period * $clk_io_pct] -clock clk0 $non_clock_inputs
set_output_delay [expr $clk_period * $clk_io_pct] -clock clk0 [all_outputs]
==> qor.csv <==
stage,metric,value,unit
run_status,run status,finished clean,
pwr,"Power, Total",454,uW
synth,Synth Seq Share,0.462,
worst_setup_path,Top delay family on crit path,buffers and inverters,
drt,vias per inst,3.97,
global_route,first-pass GRT wire length,3.82,mm
final_layout,area delta synth->final,20.8,%
global_route,M3 GR Usage,0.0237,
global_route,met1 Usage GRT,0.0595,
synth,Post-Syn Area per Cell,9.24,sq um
synth,xor/xnor share,0.125,
sta,RSZ-0062 raised after global routing,no,
clocking,CTS buffer count,3,
synth,Unique masters post-synth,27,
drt,Post-DRT Antenna Nets,0,
pwr,Worst VDD drop,0.126,mV
clocking,CTS tree,built,
worst_setup_path,critical path data arrival time,3420,ps
synth,ys flops,27,
clocking,root buf cell,clkbuf_8,
drt,Antenna diodes,0,
drt,vias,948,
global_route,Overflow after GRT,0,
global_route,global-route total usage across every layer,0.0434,
worst_setup_path,Required @ worst endpoint,3680,ps
placement,gp weighted congestion,0.820,
sta,Slew headroom,0.555,
floorplanning,I/O pin count,2,
pwr,P per Cell Area,315,nW/um^2
floorplanning,row cnt,30,
placement,port bufs,1,
global_route,GRT busiest layer,met1,
run,Max Cap Viol,0,
global_route,initial antenna violation count,0,
clocking,Clock transition at path regs,40,ps
sta,endpoints failing setup,0,
min_path,min-delay worst type,register to register,
worst_setup_path,Max stage delay on crit path,460,ps
synth,Adders+Majority by Area,0.0210,
synth,Synth Area in Simple Gates,0.319,
synth,Synth Warn #,1,
floorplanning,chip height,103,um
sta,setup tns final,0,ps
clocking,H-tree depth,1,
clocking,clock latency (worst-skew pair),340,ps
clocking,post-cts sizing count,0,
sta,Clock Skew,13.9,ps
worst_setup_path,WS Path Type,register to output pin,
clocking,post-CTS setup buffers,0,
synth,synthesized chip area reported by yosys,1190,sq um
drt,Routed WL,2.14,mm
synth,comb area leader,simple AND/OR/NAND/NOR gates,
worst_setup_path,largest fanout on the critical path,2,
sta,Hold Fails Final Rpt,0,
floorplanning,die width,103,um
worst_setup_path,Setup crit start kind,register,
clocking,# clock sinks,27,
sta,Max Slew Vio Count,0,
floorplanning,area of the core,6760,sq um
final_layout,Fill cells,739,
clocking,clock buffer depth,2,
sta,Worst Tran Pin Value,663,ps
global_route,vias in the first global route,939,
worst_setup_path,CP Cell Sequence,clkdlybuf4s50_1,
drt,DRC,0,
floorplanning,Initial Utilization,0.176,
final_layout,share of cells above drive strength 1,0.0503,
worst_setup_path,endpoint class of the critical path,output pin,
global_route,met2 Usage GRT,0.0531,
run,Log Warnings,53,
drt,drt wl/cell,8.94,um
synth,Mapped Area,1190,sq um
synth,aoi share,0.0420,
clocking,CTS Hold Bufs,0,
synth,Post-Synthesis Cells,129,
pwr,LEAKAGE,0.589,nW
worst_setup_path,slowest CP cell,clkdlybuf4s50_1,
placement,dpl hpwl,1.52,mm
synth,# Cells Yosys,129,
floorplanning,chip area,10600,sq um
synth,mux share of post-synthesis cell area,0.00839,
drt,TritonRoute pass-1 iters,4,
drt,initial DRC count,46,
worst_setup_path,CP bufs+invs,1,
global_route,largest net degree at the start of global routing,15,
worst paths after layout:
check / cells after the start / to / start / slack [ps]
worst max-delay path: 1 / clkOut / clkOut$_DFFE_NN_ / 260
worst max register to register: 5 / count[15]$_SDFF_NN0_ / count[9]$_SDFF_NN0_ / 2540
worst min-delay path: 1 / count[23]$_SDFF_NN0_ / count[23]$_SDFF_NN0_ / 460
worst min register to register: 1 / count[23]$_SDFF_NN0_ / count[23]$_SDFF_NN0_ / 460
cell type report:
cell class                      count  area (sq um)  area share
Clock buffer                        3          41.3      0.0287
Clock inverter                     28           105      0.0730
Inverter                            3          11.3     0.00782
Multi-Input combinational cell     96           614       0.427
Sequential cell                    27           551       0.382
Tap cell                           80           100      0.0695
Timing Repair Buffer                2          17.5      0.0122
where the power goes:
part	switching, mW	internal [mW]	leakage, nW
clock	0.126	0.0903	0.171
combinational	0	0	0.197
sequential	0	0.237	0.221
total	0.126	0.327	0.589
state kept, by name (all words and copies together) (netlist names):
name    flops
clkOut      1
count      26
kinds of logic after synthesis:
kind of cell,count (synthesis)
DFF,27
AOI/OAI and AO/OA,9
adders and majority gates,2
xor gates and xnor gates,17
buffers and inverters,6
muxes,1
and+or+nand+nor,67
layer usage:
layer	up-vias	wire [um]
met3	0	111
met5	-	0
li1	518	-
met4	0	0
met2	10	841
met1	420	1180
Yosys cell counts:
| library cell | instances | share of area |
|---|---|---|
| and4_1 | 4 | 0.029 |
| nand3b_1 | 2 | 0.013 |
| a21oi_1 | 2 | 0.0084 |
| buf_2 | 1 | 0.0042 |
| nand2_2 | 1 | 0.0052 |
| and3_1 | 4 | 0.021 |
| o21ai_0 | 5 | 0.021 |
| or3_1 | 2 | 0.010 |
| xnor2_1 | 10 | 0.073 |
| and3_4 | 3 | 0.028 |
| nor2_1 | 12 | 0.038 |
| nor3_1 | 4 | 0.017 |
| xor2_1 | 7 | 0.051 |
| edfxtp_1 | 1 | 0.025 |
| mux2i_1 | 1 | 0.0084 |
| nor4bb_1 | 1 | 0.0084 |
| nand4_1 | 6 | 0.031 |
| ha_1 | 2 | 0.021 |
| buf_4 | 1 | 0.0063 |
| dfxtp_1 | 26 | 0.44 |
| nand3_1 | 14 | 0.059 |
| inv_1 | 4 | 0.013 |
| o31ai_1 | 1 | 0.0063 |
| nand2_1 | 10 | 0.031 |
| nor2b_1 | 1 | 0.0052 |
| nor4b_1 | 3 | 0.022 |
| o211ai_1 | 1 | 0.0063 |
stage by stage:
step,instance area (sq um),hold slack (ps),utilization,std cells,worst slack [ps]
2_1_floorplan,1190,436,-,129,1050
3_3_place_gp,1300,460,0.192,209,595
4_1_cts,1440,469,0.213,239,228
6_report,1440,465,0.213,239,255
5_1_grt,1440,496,0.213,239,209
3_5_place_dp,1300,460,0.192,209,595
worst reg2reg max path: stages, from the launching register on:
cell and delay [ps]:
dfxtp_1 350, nor4b_1 480, nand4_1 190, nor3_1 600, buf_4 270, nor2_1 50
layout by cell type (no fill, tap or decap), types with 2 or more instances in the layout:
| cell | count |
|---|---|
| a21oi_1 | 2 |
| and3_1 | 4 |
| and3_4 | 3 |
| and4_1 | 4 |
| clkbuf_8 | 3 |
| dfxtp_1 | 26 |
| ha_1 | 2 |
| inv_1 | 31 |
| nand2_1 | 10 |
| nand3_1 | 14 |
| nand3b_1 | 2 |
| nand4_1 | 6 |
| nor2_1 | 12 |
| nor3_1 | 4 |
| nor4b_1 | 3 |
| o21ai_0 | 5 |
| or3_1 | 2 |
| xnor2_1 | 10 |
| xor2_1 | 7 |
Power figures rest on the tool's default switching activity, not on a simulated workload.
