<file path="flow/run.sh">
#!/bin/bash
# OpenROAD 26Q1-2900-gdf79404cd8, Yosys 0.63+post, stock flow scripts
make -C /OpenROAD-flow-scripts/flow DESIGN_CONFIG=/design/flow/config.mk WORK_HOME=/design/flow/orfs finish
</file>
<file path="flow/config.mk">
export PLATFORM = sky130hd
export DESIGN_NAME = top_display
export DESIGN_NICKNAME = top_display
export VERILOG_FILES = /design/flow/design.v
export SDC_FILE = /design/flow/constraint.sdc
export NUM_CORES = 4
export LEC_CHECK = 1
export CORE_AREA = 10 10 84 84
export DIE_AREA = 0 0 94 94
</file>
<file path="flow/constraint.sdc">
current_design top_display

set clk_period 5.0
set clk_io_pct 0.2

create_clock -name clk0 -period $clk_period [get_ports {clk}]

set non_clock_inputs [all_inputs -no_clocks]
set_input_delay [expr $clk_period * $clk_io_pct] -clock clk0 $non_clock_inputs
set_output_delay [expr $clk_period * $clk_io_pct] -clock clk0 [all_outputs]
</file>
<file path="flow/design.v">
module anode_controller(
input clk,
output reg [3:0] anode,
output  [1:0] an
);
reg [19:0] count;
always @(posedge clk)
begin
count<=count+1;
end
  assign an=count[19:18];
always @(an)
begin
    case (an)
    2'b00:
    begin
    anode<=4'b0111;
    end
    2'b01:
    begin
    anode<=4'b1011;
    end
    2'b10:
    begin
    anode<=4'b1101;
    end
    2'b11:
    begin
    anode<=4'b1110;
    end
    default :
    begin
    anode<=4'b1111;
    end
    endcase
    end
endmodule
`timescale 1ns / 1ps
module cathode_controller(
input [1:0] anode,
input [3:0] thousand,
input [3:0] hund,
input [3:0] ten,
input [3:0] unit,
output reg [3:0] digit,
output reg dp
    );
    always @(anode)
    begin
    case (anode)
    2'b00:
    begin
    digit<=thousand;
    dp<=1;
    end
    2'b01:
    begin
    digit<=hund;
    dp<=0;
    end
    2'b10:
    begin
    digit<=ten;
    dp<=1;
    end
    2'b11:
    begin
    digit<=unit;
    dp<=1;
    end
    default :
    begin
    digit<=0;
    dp<=1;
    end
    endcase
    end
endmodule
`timescale 1ns / 1ps
module display(
input [3:0] digit,
output reg [6:0] LED_out
    );
    always @(digit)
    begin
      case(digit)
        4'b0000: LED_out = 7'b0000001;  
        4'b0001: LED_out = 7'b1001111;  
        4'b0010: LED_out = 7'b0010010;  
        4'b0011: LED_out = 7'b0000110;  
        4'b0100: LED_out = 7'b1001100;  
        4'b0101: LED_out = 7'b0100100;  
        4'b0110: LED_out = 7'b0100000;  
        4'b0111: LED_out = 7'b0001111;  
        4'b1000: LED_out = 7'b0000000;  
        4'b1001: LED_out = 7'b0000100;  
        default: LED_out = 7'b0000001;  
        endcase   
    end  
endmodule
`timescale 1ns / 1ps
module top_display(
input clk,
input [3:0] thousand,
input [3:0] hund,
input [3:0] ten,
input [3:0] unit,
output [6:0] LED_out,
output dp,
output [3:0] Anode_activate
    );
    wire [3:0] digit;
    wire [1:0] anode;
    anode_controller ac1(clk,Anode_activate,anode);
    cathode_controller cc1(anode,thousand,hund,ten,unit,digit,dp);
    display d1(digit,LED_out);
endmodule
</file>
==> run_results.csv <==
group,metric,value,unit
routing,drt_wl_total,2086,um
critical_path,r2r-end,"ac1.count[19]",
clock_network,cts_sinks,20,
run_status,outcome,"completed",
hold_path,whs_path_depth,1,
clock_network,cts.repair.resized,0,
routing,vias,797,
hold_path,min_path_type,"flip-flop to flip-flop",
placed_design,portBuffers,28,
timing,hold_viol,0,
yosys,syn-cell-area,1037,um2
pwr,switching_share,16.98,%
clock_network,hold_buffers,0,
yosys,yosysWarnings,3,
yosys,top_area_share,38.60,%
timing,relSlewSlack,69.82,%
pwr,p_leak,0.5037,nW
yosys,yosys_area,1037,um2
die,std_cell_rows,26,
yosys,synth.top_cells.by_area,"dfxtp_1 (39%), xnor2_1 (13%), mux4_2 (6.5%)",
routing,drc_errors,0,
global_route,grt_overflow,0,
timing,final-max-slew-violation-count,0,
die,fp_util,19.93,%
flow_run,warning_count,28,
critical_path,slowest_stage,"mux4_1",
routing,firstDrtPassIters,3,
die,die_h,94,um
timing,period_minus_slack,3.961,ns
die,die.size.x,94,um
routing,via_per_inst,3.965,
timing,setup_violations,0,
yosys,ys_cells,102,
timing,period_used_share,79.21,%
clock_network,h-tree-depth,1,
timing,tightest_slew,0.4489,ns
global_route,antenna_found_initial,0,
critical_path,crit_type,"primary input to primary output",
timing,rsz0062_at_grt,"no",
pwr,power_frac_clock,44.8,%
clock_network,clk_pin_slew,0.07,ns
critical_path,endpoint_kind,"primary output",
layout,largest_register_ff_count,20,
yosys,top_area_cell,"dfxtp_1",
hold_path,hold_end,"ac1.count[0]",
timing,skew,0.004990,ns
clock_network,cts_buffer_depth,2,
critical_path,cpPeakStageDelay,0.60,ns
pwr,vdd_ir_drop_max,0.2680,mV
global_route,grtUsageTotal,5.085,%
hold_path,worstHoldStart,"ac1.count[0]",
placed_design,hpwl,1700,um
layout,reg.largest.list,"ac1.count (20)",
clock_network,clk-insertion-delay-late,0.25,ns
placed_design,gp_congestion,0.7657,
critical_path,start_kind,"primary input",
timing,fin_ws,1.039,ns
placed_design,place_ws,1.021,ns
yosys,synth_cells,102,
pwr,powerDensity,240.4,nW/um2
layout,regMostFlops,"ac1.count",
yosys,ys.flops,20,
pwr,p_comb_share,9.6,%
global_route,grt_pass1_vias,801,
clock_network,cts_tree,"done",
critical_path,r2r_cells,4,
flow_run,cap_violations,0,
clock_network,cts_root_buffer,"clkbuf_8",
yosys,synth_cell_types,29,
die,num_io_pins,29,
layout,drive_above_1_share,8.397,%
yosys,postSynthAreaPerCell,10.17,um2
critical_path,cpMostUsedCell,"clkdlybuf4s50_1",
global_route,grt_max_degree,13,
yosys,ys_seq_share,38.60,%
critical_path,worst-r2r-setup-slack,3.51,ns
routing,ant_nets,0,
routing,diodes,0,
layout,area_growth,40.05,%
critical_path,r2r-start,"ac1.count[6]",
timing,fmax,252.5,MHz
pwr,p_int,0.0002899,W
layout,stdcell_count,201,
timing,final.setup.tns,0,ns
die,core_area,5205,um2
pwr,p_sw,0.00005929,W
clock_network,cts_setup_buffers,0,
placed_design,placedCellCount,197,
layout,final_core_util,27.91,%
critical_path,crit_required,4.00,ns
clock_network,cts_buffers,3,
critical_path,timing.critical_path.cells,"clkdlybuf4s50_1 -> mux4_1 -> inv_1 -> ha_1 -> nor3b_1 -> clkdlybuf4s50_1",
critical_path,arrival,2.96,ns
routing,routedWlPerCell,10.38,um
global_route,grt_pass1_wl,3795,um
pwr,seq_power_share,45.6,%
routing,drt_iter0_drc,20,
critical_path,worst-path-max-fanout,5,
die,chipArea,8836,um2
[layout make-up]
cell class                 count  area (um2)
timing repair buffer          28       280.3
inverter                       4       15.01
multi-input combinational     75       598.1
sequential                    20       400.4
clock inverter                 1       30.03
tap                           70       87.58
fill                         550        3752
clock buffer                   3       41.29
[cells in the mapped netlist]
cell	count
xnor2_1	15
or2_2	1
nand4_1	3
nor2b_1	1
mux4_2	3
xor2_1	4
and3_1	3
nor2_1	6
nand2b_1	1
inv_1	4
or2b_1	1
buf_4	1
and2_1	1
nor3b_1	1
o22a_1	1
nand3_1	11
nor3_1	2
mux2i_1	1
nor4_2	1
dfxtp_1	20
and4_1	1
buf_2	1
o22ai_1	1
buf_6	1
mux4_1	1
nand2_1	7
ha_1	5
a21oi_1	2
nand2b_4	2
[per-layer routing]
metal	up-vias	wire length [um]	GRT usage [%]
met3	0	201	1.939
li1	409	-	-
met2	30	840	7.892
met4	0	0	0
met1	358	1044	6.989
met5	-	0	0
[cell families after synthesis]
| kind of cell | after synthesis | share of synthesized area, % |
|---|---|---|
| DFF | 20 | 38.60 |
| buffers and inverters | 7 | 3.739 |
| xor gates and xnor gates | 19 | 16.04 |
| AOI/OAI and AO/OA | 4 | 2.413 |
| and+or+nand+nor | 42 | 23.16 |
| muxes | 5 | 10.01 |
| adders and majority gates | 5 | 6.031 |
[placed cells by master, fill, tap and decap left out, drive strengths merged, types with 2 or more instances in the layout]
master | Yosys | final
clkdlybuf4s50 | 0 | 28
dfxtp | 20 | 20
xnor2 | 15 | 15
nand3 | 11 | 11
nand2 | 7 | 7
nor2 | 6 | 6
ha | 5 | 5
inv | 4 | 4
xor2 | 4 | 4
mux4 | 4 | 4
nand4 | 3 | 3
and3 | 3 | 3
clkbuf | 0 | 3
nand2b | 3 | 3
a21oi | 2 | 2
nor3 | 2 | 2
[per-stage QoR]
stage | instance area (um2) | hold slack (ns) | power (W)
after global routing | 1453 | 0.4582 | 0.0003676
after detailed placement | 1381 | 0.3996 | 0.0001966
after CTS | 1453 | 0.4193 | 0.0003548
after floorplan | 1037 | 0.3829 | 0.0001752
after global placement | 1381 | 0.3939 | 0.0001964
final | 1453 | 0.4131 | 0.0003492
[worst max path at each step]
stage | start | end | slack, ns
6_report | hund[0] | LED_out[4] | 1.04
5_1_grt | hund[0] | LED_out[4] | 0.77
4_1_cts | hund[0] | LED_out[4] | 1.02
[worst max-delay path: cells and delay by family]
| family | cells | cell delay [ns] |
|---|---|---|
| simple gates | 1 | 0.18 |
| mux | 1 | 0.60 |
| fa+ha+maj | 1 | 0.17 |
| buf+inv | 3 | 1.01 |
[power by group through the flow]
stage,registers (W),clock network [W],logic (W)
4_1_cts,0.000159,0.000162,0.0000338
5_1_grt,0.000159,0.000171,0.0000374
6_report,0.000159,0.000157,0.0000334
No activity file was given, so power comes from the tool's default toggle rates.
